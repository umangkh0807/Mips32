==> /design/flow/design.v <==
module regfile(
    input clk,read,
    input [4:0] radd1,radd2,wadd,
    input [31:0] din,
    output reg [31:0] out1,out2
);
    reg [31:0] data[31:0];
    always @(posedge clk)begin
        if(read)begin
            out1<=data[radd1];
            out2<=data[radd2];
        end
        else begin
            data[wadd]<=din;
        end
    end
endmodule
==> /design/flow/run.sh <==
#!/bin/bash
# OpenROAD 26Q1-2900-gdf79404cd8, Yosys 0.63+post, stock flow scripts
make -C /OpenROAD-flow-scripts/flow DESIGN_CONFIG=/design/flow/config.mk WORK_HOME=/design/flow/orfs finish
==> /design/flow/config.mk <==
export PLATFORM = sky130hd
export DESIGN_NAME = regfile
export DESIGN_NICKNAME = regfile
export VERILOG_FILES = /design/flow/design.v
export SDC_FILE = /design/flow/constraint.sdc
export NUM_CORES = 4
export LEC_CHECK = 1
export CORE_UTILIZATION = 30
==> /design/flow/constraint.sdc <==
current_design regfile

set clk_period 8.5
set clk_io_pct 0.2

create_clock -name clk0 -period $clk_period [get_ports {clk}]

set non_clock_inputs [all_inputs -no_clocks]
set_input_delay [expr $clk_period * $clk_io_pct] -clock clk0 $non_clock_inputs
set_output_delay [expr $clk_period * $clk_io_pct] -clock clk0 [all_outputs]
==> results.json <==
{
  "initial_core_util": 0.303,
  "crit_path_end_kind": "register",
  "insertion_delay_ns": 0.72,
  "setup_viol": 0,
  "ys_ff": 1088,
  "clockBufferDepth": 3,
  "finalNonFillerCells": 5843,
  "cts_setup_buffers": 0,
  "core_area_mm2": 0.167,
  "grt_overflow": 0,
  "setup_ws_ns": 4.27,
  "slew_headroom": 0.343,
  "yosys.area.top_type": "edfxtp_1",
  "timing.rr.start": "data[3][2]$_DFFE_PP_",
  "max_slew.worst_pin.slew_ns": 0.984,
  "portBuffers": 112,
  "ys.flop_type": "edfxtp_1",
  "edf_count": 1088,
  "timing.rr.end": "out2[2]$_DFFE_PP_",
  "drt-vias-per-instance": 5.42,
  "drive_gt1_frac": 0.0921,
  "ant_nets": 0,
  "postSynthAreaPerCell_um2": 14.7,
  "power_density_mw_per_mm2": 203,
  "vdd_ir_drop_max_v": 0.000158,
  "warning_count": 26,
  "startpoint_type": "input pin",
  "dp_cells": 5644,
  "via_count": 31700,
  "synthCells": 3452,
  "chipHeight_um": 413,
  "cp.arrival_ns": 4.69,
  "min_period_ns": 4.23,
  "clkTransAtPathRegs_ns": 0.06,
  "yosys.area.top_type_share": 0.644,
  "numCtsBuffers": 108,
  "hp-class": "register to register",
  "cts_resized": 0,
  "die_area_mm2": 0.171,
  "critPathKind": "input pin to register",
  "area_delta_synth_final_pct": 14.1,
  "maxCapViolCount": 0,
  "wl_per_cell_um": 28.0,
  "dp_hpwl_um": 90000,
  "reg2reg_depth": 5,
  "cts_sinks": 1088,
  "dr.pass1.iters": 5,
  "hold_depth": 4,
  "maxSlewViolCount": 0,
  "ctsHoldBuffers": 0,
  "required_ns": 8.95,
  "skew_ns": 0.0256,
  "finalCritPeriodShare": 0.498,
  "worstHoldEndpoint": "out2[8]$_DFFE_PP_",
  "max_freq_mhz": 236,
  "async_reset_ff_frac": 0,
  "synthAoiAreaFrac": 0.0774,
  "grt_max_degree": 94,
  "simple_gate_share": 0.0454,
  "ys_cells": 3452,
  "area_leaders": "edfxtp_1 64%, mux2i_1 20%, a22oi_1 2.8%, a22o_1 2.2%, nand3_1 1.9%",
  "root_buffer": "clkbuf_16",
  "yosys_area_mm2": 0.0507,
  "outcome": "complete, no violations",
  "hp-start": "data[24][8]$_DFFE_PP_",
  "die_x_um": 413,
  "p_leak_nw": 20.8,
  "routed_wirelength_um": 164000,
  "top_cells_by_count": "1088 x edfxtp_1, 1024 x mux2i_1, 196 x nand2_1",
  "seq_area_frac_synth": 0.644,
  "netlist_area_mm2": 0.0507,
  "drtIter0Drc": 2443,
  "globalRouteTotalUtil": 0.201,
  "grt_pass1_wl_um": 233000,
  "grt_pass1_vias": 32900,
  "yosysMostFrequentCell": "edfxtp_1",
  "drc": 0,
  "gp_congestion": 0.870,
  "setup_tns_ns": 0,
  "dp_slack_ns": 3.60,
  "p_total_mw": 11.7,
  "mux_area_frac": 0.202,
  "row_count": 150,
  "ioPinCount": 113,
  "final-hold-violation-count": 0,
  "cts_tree": "built",
  "r2r_setup_slack_ns": 6.91,
  "stdcell_area_mm2": 0.0578,
  "yosysUniqueCellTypes": 23,
  "critPathMaxFanout": 77,
  "htreeDepth": 3,
  "synthXorXnorAreaFrac": 0,
  "fa_ha_area_frac": 0,
  "antenna_found_initial": 10,
  "yosys_warnings": 1,
  "rsz0062_at_grt": "no",
  "placed_area_mm2": 0.0544,
  "yosys-dominant-comb-family": "multiplexers"
}
[logic make-up after synthesis]
| group | Yosys count |
|---|---|
| AOI/OAI and AO/OA | 576 |
| DFF | 1088 |
| and+or+nand+nor | 510 |
| buffers and inverters | 254 |
| muxes | 1024 |
[critical path, cell delays in order]
cell	delay [ns]
clkdlybuf4s50_1	0.71
and2_4	0.53
buf_12	0.52
buf_4	0.54
a22o_1	0.21
nor3_1	0.05
a31oi_1	0.21
nand3_1	0.09
[cell type report]
cell class | instances | area (um^2)
Multi-Input combinational cell | 2110 | 16800
Tap cell | 2204 | 2760
Clock buffer | 125 | 2790
Sequential cell | 1088 | 32700
Timing Repair Buffer | 242 | 2220
Clock inverter | 73 | 633
Fill cell | 15800 | 110000
Antenna cell | 1 | 2.50
[layer usage]
layer  up-vias  global-route usage  share of wire  wire length, um
li1      13900                   -              -                -
met2      1796               0.311           0.47            76700
met5         -             0.00452         0.0012              189
met1     15700               0.237           0.35            57600
met4        16              0.0615          0.039             6340
met3       331               0.120           0.14            22700
[per-stage QoR]
stage | util | hold slack [ns]
after floorplan | - | 0.655
after global placement | 0.325 | 0.685
after detailed placement | 0.325 | 0.687
after CTS | 0.346 | 0.704
after global routing | 0.346 | 0.722
final | 0.346 | 0.701
[worst max path at each step]
stage        start                 end  slack [ns]  cells past startpoint
4_1_cts   radd2[2]  out2[22]$_DFFE_PP_        4.37                      8
5_1_grt   radd2[0]  out2[22]$_DFFE_PP_        4.21                      8
6_report  radd2[2]  out2[22]$_DFFE_PP_        4.27                      8
[sequential cells by signal, indices dropped and copies added (netlist names)]
| register | flops |
|---|---|
| data | 1024 |
| out2 | 32 |
| out1 | 32 |
[power breakdown]
part / internal (mW) / switching [mW] / leakage, nW
clock: 2.60 / 2.08 / 1.66
sequential: 6.01 / 0.0575 / 9.86
combinational: 0.368 / 0.627 / 9.26
[cells in the final DEF (no fill, tap or decap)]
master / count
nand2_1: 194
a22oi_1: 192
clkinv_2: 17
nand2_2: 2
mux2i_1: 1024
inv_6: 3
or3b_2: 3
nor2_4: 34
clkinvlp_4: 7
clkinv_1: 31
buf_4: 122
and2_4: 2
a22o_1: 128
bufinv_16: 8
clkinv_8: 1
diode_2: 1
or2_2: 2
inv_16: 2
clkdlybuf4s50_1: 109
a31oi_1: 64
edfxtp_1: 1088
or3_1: 2
nor2b_4: 4
buf_8: 2
nand3b_1: 4
a21oi_1: 192
nand2b_2: 4
nor3_1: 64
clkinv_4: 3
clkbuf_1: 16
buf_12: 9
clkinv_16: 1
clkbuf_16: 109
nand3_1: 193
nor2_1: 2
No activity file was given, so power comes from the tool's default toggle rates.
