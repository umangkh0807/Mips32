## ./run.sh

```bash
#!/bin/bash
# OpenROAD 26Q1-2900-gdf79404cd8, Yosys 0.63+post, stock flow scripts
make -C /OpenROAD-flow-scripts/flow DESIGN_CONFIG=/design/flow/config.mk WORK_HOME=/design/flow/orfs finish
```

## ./config.mk

```make
export PLATFORM = sky130hd
export DESIGN_NAME = data_memory
export DESIGN_NICKNAME = data_memory
export VERILOG_FILES = /design/flow/design.v
export SDC_FILE = /design/flow/constraint.sdc
export NUM_CORES = 4
export LEC_CHECK = 1
export CORE_UTILIZATION = 30
export SYNTH_MEMORY_MAX_BITS = 65536
```

## ./constraint.sdc

```tcl
current_design data_memory

set clk_period 31.5
set clk_io_pct 0.2

create_clock -name clk0 -period $clk_period [get_ports {clk}]

set non_clock_inputs [all_inputs -no_clocks]
set_input_delay [expr $clk_period * $clk_io_pct] -clock clk0 $non_clock_inputs
set_output_delay [expr $clk_period * $clk_io_pct] -clock clk0 [all_outputs]
```

## ./design.v

```verilog
module data_memory (
    input clk,
    input MemRead, MemWrite,            
    input [31:0] raddr, waddr, wdata,  
    output reg [31:0] rdata           
);
    reg [31:0] mem [0:255]; 
    always @(posedge clk) begin
        if (MemWrite) 
            mem[waddr[7:0]] <= wdata;  
    end
    always @(*) begin
        if (MemRead) 
            rdata = mem[raddr[7:0]];   
        else 
            rdata = 32'bz;             
    end
endmodule
```

==> metrics.yaml <==
clkSlewWorstSetupHoldPaths_ns: 0.06
critical_path_peak_fanout: 78
post_synth_edffs: 8192
postSynth.topFlopCell: "edfxtp_1"
filler_cell_count: 95318
setup.worst_path.class: "in -> out"
cell_at_the_root_of_the_clock_tree: "clkbuf_16"
timing.max_slew.rel_slack: 0.1797
final.min_clock_period_ns: 19.37
holdCritPathClass: "in -> reg"
asyncSetResetFlopFracSynth: 0
tool_warnings: 91
synth.top_cells.by_area: "edfxtp_1, mux4_2, mux2i_1"
ctsHtreeMaxLevel: 6
stdcell_count: 30030
critical_path.startpoint_type: "input port"
finalCoreUtilization: 0.3469
final-max-slew-violation-count: 0
whs_path_depth: 1
drc_errors: 0
synth_seq_share: 0.7809
syn2layout_area_growth_pct: 15.31
clock_tree_from_tritoncts: "built"
cts.sink_count: 8192
die_w_um: 1027
ys_cells: 14403
gp_routability_congestion: 0.9335
setup-violations-final: 0
post_route_cells_drive_above_1_share: 0.2509
placement.io_buffers: 81
drt-pass1-iter-count: 5
synth.area.mux_share: 0.1533
detail_routed_via_count_per_cell: 5.105
max_cap_violations: 0
floorplanUtilization: 0.3008
postLayoutCellArea_mm2: 0.3633
synth.yosys.chip_area_mm2: 0.3150
syn-cell-area_mm2: 0.3150
grt_setup_unrepaired: "false"
synth.avg_cell_area_um2: 21.87
whs_endpoint: "mem[22][19]"
run_status: "finished clean"
hold_ws_ns: 5.549
holdCritStartpoint: "wdata[19]"
core_area_mm2: 1.047
timing.critical_path.required_ns: 25.20
layout_worst_path_cycle_share: 0.6148
post-synth-top-area-fraction: 0.7809
first_global_vias: 165323
grtUsageTotal: 0.1870
ys_ff: 8192
detailroute.via_count: 153306
largest_net_degree_at_the_start_of_global_routing: 120
synth.cellmix.compoundShare: 0.03272
placed_instances: 28512
ctsHoldBuffers: 0
die_area_mm2: 1.054
syn-instance-count: 14403
timing_hold_violations_final: 0
placement.cell_area_mm2: 0.3382
p_leak_nw: 112.5
grt_pass1_wl_um: 1283000
floorplan.die.height_um: 1027
synth_warnings: 2
ir_drop_mv: 0.06340
cts_resized: 0
largest_reg_flops: 8192
synth.comb.largest_family: "multiplexers"
antenna_found_initial: 85
io_pins: 131
crit_arrival_ns: 13.07
synthDominantAreaCellType: "edfxtp_1"
ant_nets: 0
post_synth_fa_ha_maj_area_fraction: 0
synth-simple-area-share: 0.01626
postCtsSetupRepairBufs: 0
power_density_mw_per_mm2: 61.51
netlist-cell-type-count: 61
cts_buffer_depth: 4
detail_route.iter0.violations: 10965
synthesized_area_fraction_occupied_by_xor_and_xnor_cells: 0
worstMarginPinSlew_ns: 1.230
dp_hpwl_um: 557600
critPathCaptureType: "output port"
cts-buffers-inserted: 799
global_route.overflow_total: 0
placement_rows: 376
post_drt_wl_per_cell_um: 30.81
fmax_mhz: 51.64
timing.setup.tns_ns: 0
route.final.wire_length_um: 925200
-- worst max-delay path by stage --
| stage | cells past startpoint | endpoint | from |
|---|---|---|---|
| after CTS | 13 | rdata[0] | raddr[0] |
| after global routing | 13 | rdata[0] | raddr[0] |
| final | 13 | rdata[0] | raddr[0] |
-- layer usage --
| metal | routed length, um | part of all wire | track usage |
|---|---|---|---|
| met5 | 3629 | 0.0039 | 0.02502 |
| met4 | 49380 | 0.053 | 0.07762 |
| met3 | 193600 | 0.21 | 0.1770 |
| met2 | 417400 | 0.45 | 0.2698 |
| met1 | 261200 | 0.28 | 0.1780 |
-- cell usage after synthesis, types with 63 or more instances --
library cell and n:
a22oi_1 131, nand3_1 85, nand2_1 63, a21oi_1 313
nor3_1 139, a221oi_1 97, buf_4 108, nand4_1 67
a211oi_1 74, clkbuf_1 387, o221ai_1 383, mux2i_1 1234
o22ai_1 181, mux2_2 99, a2111oi_0 67, nor2_1 383
buf_6 101, buf_2 180, mux4_2 1534, edfxtp_1 8192
-- power breakdown --
part           total (mW)  switching, mW  internal [mW]  leakage, nW
sequential           12.0        0.00470           12.0         73.6
clock                9.14           4.08           5.06         12.1
combinational        1.18          0.804          0.376         26.7
-- final cells by class --
| class | instances | area, um^2 | area share |
|---|---|---|---|
| Timing Repair Buffer | 1000 | 8172 | 0.02250 |
| Clock buffer | 1001 | 20860 | 0.05742 |
| Clock inverter | 468 | 4110 | 0.01131 |
| Tap cell | 13986 | 17500 | 0.04817 |
| Multi-Input combinational cell | 5307 | 66380 | 0.1827 |
| Inverter | 27 | 116.4 | 0.0003203 |
| Sequential cell | 8192 | 246000 | 0.6772 |
| Antenna cell | 49 | 122.6 | 0.0003376 |
-- metrics by stage --
step	power [mW]	setup slack, ns
final	22.34	12.13
after global routing	22.95	11.60
after CTS	22.47	11.96
after detailed placement	13.43	11.95
after global placement	13.42	11.91
after floorplan	12.80	16.70
-- worst max-delay path, stage by stage --
cell and delay, ns:
buf_16 0.39, buf_12 0.48, buf_4 0.60, buf_12 0.53, buf_4 0.59, mux2i_1 0.17, o22ai_1 0.17, a2111oi_0 0.10
a21oi_1 0.76, nand4_1 0.62, nor2_1 0.69, and4bb_1 0.69, clkdlybuf4s50_1 0.58
-- placed cells by master (no fill, tap or decap), drive strengths merged, types with 131 or more instances in the layout --
master  Yosys  routed
edfxtp   8192    8192
mux4     1544    1544
mux2i    1234    1234
clkbuf    387    1001
buf       490     957
clkinv      1     392
o221ai    383     383
nor2      383     383
a21oi     313     313
o22ai     181     181
nor3      139     139
a22oi     131     131
-- kinds of logic after synthesis --
kind of cell / Yosys count
flops: 8192
mux: 2877
simple gates: 1008
buf+inv: 904
compound gates: 1422
No activity file was given, so power comes from the tool's default toggle rates.
